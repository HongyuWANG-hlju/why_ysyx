**config.mk**
```make
export PLATFORM = sky130hd
export DESIGN_NAME = exe_stage
export DESIGN_NICKNAME = exe_stage
export VERILOG_FILES = /design/flow/design.v
export SDC_FILE = /design/flow/constraint.sdc
export NUM_CORES = 4
export LEC_CHECK = 1
export CORE_AREA = 10 10 138 138
export DIE_AREA = 0 0 148 148
```
**constraint.sdc**
```tcl
current_design exe_stage

set clk_period 34.6
set clk_io_pct 0.2

create_clock -name clk0 -period $clk_period

set non_clock_inputs [all_inputs -no_clocks]
set_input_delay [expr $clk_period * $clk_io_pct] -clock clk0 $non_clock_inputs
set_output_delay [expr $clk_period * $clk_io_pct] -clock clk0 [all_outputs]
```
**design.v**
```verilog
`timescale 1ns / 1ps
module exe_stage(
  input wire rst,
  input wire [4 : 0]inst_type_i,
  input wire [7 : 0]inst_opcode,
  input wire [63 : 0]op1,
  input wire [63 : 0]op2,
  output wire [4 : 0]inst_type_o,
  output reg  [63 : 0]rd_data
);
assign inst_type_o = inst_type_i;
always@( * )
begin
  if( rst == 1'b1 )
  begin
    rd_data = 64'h00000000_00000000;
  end
  else
  begin
    case( inst_opcode )
	  8'h11: begin rd_data = op1 + op2;  end
	  default:   begin rd_data = 64'h00000000_00000000; end
	endcase
  end
end
endmodule
```
**run.sh**
```bash
#!/bin/bash
# OpenROAD 26Q1-2900-gdf79404cd8, Yosys 0.63+post, stock flow scripts
make -C /OpenROAD-flow-scripts/flow DESIGN_CONFIG=/design/flow/config.mk WORK_HOME=/design/flow/orfs finish
```
==> design notes <==
The run finished with clean final reports. The logs give 627 for the cell count in the Yosys report and 16000 um^2 for the area inside the core boundary. The run gives 13.84 ns as the hold slack. Counting instances, the worst hold path has a depth of 0. The top cell type in the final layout, fill and taps aside, is sky130_fd_sc_hd__clkdlybuf4s50_1.

Per report_power, the sequential group accounts for 0% of the total. The tools report the critical path startpoint category as a primary input. The run gives 67 for the maximum number of pins on one net before global-route repair. In the power breakdown, the internal column shows 43.8 uW.

The critical path arrival was 11.04 ns; the buffers plus inverters on the worst setup path was 3. The end point of the most critical hold path was inst_type_o[0]. With the relative contribution of the clock network to total power at 0%, the number of warnings the tools reported is 32.

Setup repair after global routing left no endpoint under its margin. The remaining number of nets flagged by the antenna check after routing was 0; the share of post-route cells with drive strength above 1 was 1.38%. The leakage power in the latest report is 0.00252 uW.

The final weighted congestion recorded by global placement is 0.885. The tools report the startpoint of the most critical hold path as inst_type_i[0]. With the total number of yosys warnings at 1, the worst max-slew margin expressed relative to the limit is 48.6%.

In the final layout, the fill cell count is 1727. In this run the tool buffered the top-level ports with 201 buffer cells. According to the I/O placement log, the pin count is 211.

With the width of the die at 148 um, the number of buffers inserted by post-CTS setup repair is 0. The worst setup path is captured at an output pin. The slowest stage of the critical path belongs to the cell sky130_fd_sc_hd__clkdlybuf4s50_1. The run gives 46 as the row count.

Ranking logic cells in the layout by count gives the top entries sky130_fd_sc_hd__clkdlybuf4s50_1 (201), sky130_fd_sc_hd__nor2_1 (88), sky130_fd_sc_hd__a21oi_1 (84). The logs give 16000 um for the total wirelength of the detailed-routed design and 627 for the synthesized instance count. Critical path start-end classification: primary input to output pin. For this design the ratio of total power to cell area is 14.3 nW/um^2.

The signal on the critical path passes through clkdlybuf4s50_1 -> ha_1 -> inv_1 -> fa_1 -> and2b_1 -> o21ai_1 -> a21boi_2 -> o31ai_1 -> a2111oi_2 -> o21ai_1 -> o211ai_1 -> nand2_1 -> o311a_1 -> xnor2_1 -> nor2_1 -> clkdlybuf4s50_1. The switching portion of total power comes to 50.2%. In the post-synthesis netlist, the biggest area contributors are sky130_fd_sc_hd__ha_1 (20%), sky130_fd_sc_hd__a21oi_1 (11%), sky130_fd_sc_hd__nor2_1 (8.3%).

The number of maximum-capacitance violations is 0. The first global-routing pass estimated 25700 um of wire. Counting tap cells, the placed design contains a total of 1014 instances. The detailed-route vias per instance was 4.86. In this design, the largest share of critical-path delay is due to AND-OR/OR-AND gates. Counting distinct cell types in the post-synthesis netlist gives 57.

The logs give 0 for the number of pins with negative max-slew slack in the final report and 0 ns for the final total negative setup slack. The final number of setup-violating endpoints came out at 0. The first routing iteration left 252 violations. The logs give 4965 for the via count of the first global-routing pass and 0 for the cts-stage hold buffer count. The power report attributes to the combinational group a share of 100.0%. The final route contains 4928 vias. Looking at the critical path, the highest net fanout was 5.

The run gives 0 for the final antenna diode count. The die is 148 um tall. The run gives 0 as the remaining design rule violation count. Actual slew at the worst max-slew pin: 0.771 ns. The type of the worst min-delay path was primary input to output pin. The full die area is 21900 um^2.

The layout has 0 clock buffers. Summed over all nets, the switching power comes to 44.2 uW. Relative to the synthesized area, the layout overhead comes to 53.9%.

Dividing the final minimum period by the clock period gives 51.9%. There are 0 flip-flops and latches. Static timing analysis puts the maximum clock frequency at 55.7 MHz. The time the final worst path needs with I/O delays and setup works out to 17.96 ns. The share of synthesized area in the top cell type comes to 19.7%. Per the layout area report, the register area comes to 0 um^2. The run gives 14.1% as the total global-route track usage. The length of the first detailed-routing pass in iterations was 5.

The routed wirelength normalized by instance count was 15.8 um; the post-synthesis cell area was 3990 um^2. In the final report, the number of hold violations comes to 0. Initial antenna violation count: 1.

The required time at the worst endpoint is listed as 27.68 ns. The HPWL after detailed placement is 13900 um. Dominant cell type by area after synthesis: sky130_fd_sc_hd__ha_1. The stat command in Yosys gives a chip area of 3990 um^2. The run gives 0% as the share of the yosys chip area belonging to registers. The global-route congestion overflow total is 0, and the post-CTS resize count is 0. Worst ir drop on vdd: 6.62 uV.

Excluding fillers, the count of instances in the completed layout stands at 1014. The average instance in the mapped netlist occupies 6.37 um^2. The initial core utilization is 24.9%. The delay of the slowest cell on the worst path is 0.53 ns.
==> synth_stat cells (8+ instances only) <==
master	instances
sky130_fd_sc_hd__nand3_1	8
sky130_fd_sc_hd__o21ai_0	36
sky130_fd_sc_hd__a21o_1	31
sky130_fd_sc_hd__nand2_1	57
sky130_fd_sc_hd__a21oi_1	84
sky130_fd_sc_hd__o21a_1	10
sky130_fd_sc_hd__nand4_1	21
sky130_fd_sc_hd__nor2b_1	13
sky130_fd_sc_hd__o21bai_1	14
sky130_fd_sc_hd__inv_1	21
sky130_fd_sc_hd__xor2_1	17
sky130_fd_sc_hd__nor2_1	88
sky130_fd_sc_hd__clkbuf_1	23
sky130_fd_sc_hd__nor3_1	21
sky130_fd_sc_hd__nand2b_1	8
sky130_fd_sc_hd__xnor2_1	36
sky130_fd_sc_hd__ha_1	63
==> through the flow <==
step                instance area, um^2  worst slack (ns)  power (uW)  utilization, %
finish                             6140             16.64        88.0            38.4
global route                       6140             16.36        98.6            38.4
CTS                                6140             16.59        88.1            38.4
detailed placement                 6140             16.61        87.4            38.4
global placement                   6140             16.71        88.2            38.4
floorplan                          3990             18.19        59.0               -
==> per-layer routing <==
layer / share of wire [%] / wire length, um / vias to the layer above / global-route usage (%)
met5: 0.12 / 20 / - / 0
met4: 0 / 0 / 2 / 0.0496
met3: 5.9 / 950 / 2 / 2.67
met2: 48 / 7660 / 138 / 24.3
met1: 46 / 7400 / 2176 / 18.8
li1: - / - / 2610 / -
==> kinds of logic after synthesis <==
family / after synthesis / synth area share, %
and+or+nand+nor: 240 / 28.1
xor gates and xnor gates: 53 / 11.6
buffers and inverters: 52 / 5.39
adders and majority gates: 64 / 20.3
AOI/OAI and AO/OA: 218 / 34.6
==> power by group through the flow <==
stage	clock [uW]	sequential, uW	combinational (uW)
CTS	0	0	88.1
global route	0	0	98.6
finish	0	0	88.0
==> worst max-delay path by stage <==
| stage | startpoint | to | slack [ns] | depth (start not counted) |
|---|---|---|---|---|
| after CTS | op1[0] | rd_data[60] | 16.59 | 16 |
| after global routing | op2[0] | rd_data[60] | 16.36 | 16 |
| final | op1[0] | rd_data[60] | 16.64 | 16 |
==> final cells by class <==
type	count	area, um^2	share of cell area (%)
Tap cell	216	270	4.40
Timing Repair Buffer	202	2020	32.9
Inverter	21	78.8	1.28
Multi-Input combinational cell	575	3780	61.5
Power and IR drop assume default switching activity.
