==> /design/flow/config.mk <==
export PLATFORM = sky130hd
export DESIGN_NAME = id_stage
export DESIGN_NICKNAME = id_stage
export VERILOG_FILES = /design/flow/design.v
export SDC_FILE = /design/flow/constraint.sdc
export NUM_CORES = 4
export LEC_CHECK = 1
export CORE_AREA = 10 10 130 130
export DIE_AREA = 0 0 140 140
==> /design/flow/run.sh <==
#!/bin/bash
# OpenROAD 26Q1-2900-gdf79404cd8, Yosys 0.63+post, stock flow scripts
make -C /OpenROAD-flow-scripts/flow DESIGN_CONFIG=/design/flow/config.mk WORK_HOME=/design/flow/orfs finish
==> /design/flow/constraint.sdc <==
current_design id_stage

set clk_period 5.3
set clk_io_pct 0.2

create_clock -name clk0 -period $clk_period

set non_clock_inputs [all_inputs -no_clocks]
set_input_delay [expr $clk_period * $clk_io_pct] -clock clk0 $non_clock_inputs
set_output_delay [expr $clk_period * $clk_io_pct] -clock clk0 [all_outputs]
==> /design/flow/design.v <==
`timescale 1ns / 1ps
module id_stage(
  input wire rst,
  input wire [31 : 0]inst,
  input wire [63 : 0]rs1_data, 
  input wire [63 : 0]rs2_data, 
  output wire rs1_r_ena, 
  output wire [4 : 0]rs1_r_addr, 
  output wire rs2_r_ena, 
  output wire [4 : 0]rs2_r_addr, 
  output wire rd_w_ena, 
  output wire [4 : 0]rd_w_addr, 
  output wire [4 : 0]inst_type,
  output wire [7 : 0]inst_opcode,
  output wire [63 : 0]op1,
  output wire [63 : 0]op2
);
wire [6  : 0]opcode;
wire [4  : 0]rd;
wire [2  : 0]func3;
wire [4  : 0]rs1;
wire [11 : 0]imm;
assign opcode = inst[6  :  0];
assign rd     = inst[11 :  7];
assign func3  = inst[14 : 12];
assign rs1    = inst[19 : 15];
assign imm    = inst[31 : 20];
wire inst_addi =   ~opcode[2] & ~opcode[3] & opcode[4] & ~opcode[5] & ~opcode[6] 
                 & ~func3[0] & ~func3[1] & ~func3[2]; 
assign inst_type[4] = ( rst == 1'b1 ) ? 0 : inst_addi;
assign inst_opcode[0] = (  rst == 1'b1 ) ? 0 : inst_addi;
assign inst_opcode[1] = (  rst == 1'b1 ) ? 0 : 0;
assign inst_opcode[2] = (  rst == 1'b1 ) ? 0 : 0;
assign inst_opcode[3] = (  rst == 1'b1 ) ? 0 : 0;
assign inst_opcode[4] = (  rst == 1'b1 ) ? 0 : inst_addi;
assign inst_opcode[5] = (  rst == 1'b1 ) ? 0 : 0;
assign inst_opcode[6] = (  rst == 1'b1 ) ? 0 : 0;
assign inst_opcode[7] = (  rst == 1'b1 ) ? 0 : 0;
assign rs1_r_ena  = ( rst == 1'b1 ) ? 0 : inst_type[4];
assign rs1_r_addr = ( rst == 1'b1 ) ? 0 : ( inst_type[4] == 1'b1 ? rs1 : 0 );
assign rs2_r_ena  = 0;
assign rs2_r_addr = 0;
assign rd_w_ena   = ( rst == 1'b1 ) ? 0 : inst_type[4];
assign rd_w_addr  = ( rst == 1'b1 ) ? 0 : ( inst_type[4] == 1'b1 ? rd  : 0 );
assign op1 = ( rst == 1'b1 ) ? 0 : ( inst_type[4] == 1'b1 ? rs1_data : 0 );
assign op2 = ( rst == 1'b1 ) ? 0 : ( inst_type[4] == 1'b1 ? { {52{imm[11]}}, imm } : 0 ); 
endmodule
==> flow_metrics.env <==
# source this file to load flow results
export IMPL_status="completed"
export IMPL_finish_utilization_pct=28.73
export IMPL_setup_worst_path_start="inst[13]"
export IMPL_final_common_cell="clkdlybuf4s50_1"
export IMPL_gp_congestion=0.7718
export IMPL_path_common_cell="clkdlybuf4s50_1"
export IMPL_syn2layout_area_growth_pct=98.03
export IMPL_finalPower_uw=144.0
export IMPL_post_cts_resized=0
export IMPL_drt_total_wl_mm=9.448
export IMPL_antenna_left=0
export IMPL_holdPathStages=4
export IMPL_synth_adder_area_share_pct=0
export IMPL_netlist_top_cells_area="nand2b_1 27%, buf_4 27%, nor4_2 18%"
export IMPL_top_cell_area_share_pct=26.82
export IMPL_category_of_the_worst_setup_path_launch_point="primary input"
export IMPL_layout_top_cells_excl_fill_tap="237 x clkdlybuf4s50_1, 86 x nand2b_1, 56 x nor4_1"
export IMPL_antenna_found_initial=0
export IMPL_grt_pass1_wl_mm=14.63
export IMPL_timing_setup_tns_ns=0
export IMPL_io_buffers=238
export IMPL_yosys_area_top_type="nand2b_1"
export IMPL_mux_share_pct=0
export IMPL_via_count=2485
export IMPL_avgRoutedWirePerCell_um=15.36
export IMPL_detailed_place_hpwl_mm=7.478
export IMPL_hold_path_endpoint="rd_w_addr[1]"
export IMPL_power_sequential_fraction_pct=0
export IMPL_area_occupied_by_multi_input_gates_um2=1379
export IMPL_tightest_slew_ns=0.7034
export IMPL_leakage_uw=0.001157
export IMPL_cp_data_arrival_time_ns=3.65
export IMPL_timing_max_transition_violations_final=0
export IMPL_yosys_stat_cells=288
export IMPL_placed_area_um2=4019
export IMPL_synth_cellmix_xorXnorShare_pct=0
export IMPL_fmax_ghz=0.2124
export IMPL_antenna_cells=0
export IMPL_regArea_um2=0
export IMPL_die_area_um2=19600
export IMPL_placement_rows=43
export IMPL_hold_class="primary input to output pin"
export IMPL_flop_count=0
export IMPL_finalInstanceArea_um2=4019
export IMPL_netlist_cell_type_count=10
export IMPL_syn_avg_cell_area_um2=7.047
export IMPL_warning_count=98
export IMPL_total_track_usage_pct=8.833
export IMPL_topCombFamilyByArea="simple AND/OR/NAND/NOR gates"
export IMPL_num_fill_cells=1456
export IMPL_die_height_um=140
export IMPL_first_global_vias=2549
export IMPL_core_area_um2=13990
export IMPL_avgViaCountPerCell=4.041
export IMPL_io_pins=320
export IMPL_post_cts_buffers=0
export IMPL_drt_pre_antenna_iters=4
export IMPL_setup_viol_count_final=0
export IMPL_cpLargestDelayFamily="buffers and inverters"
export IMPL_min_period_ns=4.708
export IMPL_timing_critical_path_slowest_stage_cell="or4_4"
export IMPL_post_synth_instance_area_um2=2029
export IMPL_timing_final_hold_violations=0
export IMPL_pwr_density_cell_nw_per_um2=35.82
export IMPL_drv_max_cap_violation_count=0
export IMPL_fp_util_pct=14.51
export IMPL_post_route_drc_count=0
export IMPL_largest_net_degree_at_the_start_of_global_routing=62
export IMPL_critical_path_n_buffers_inverters=3
export IMPL_worst_hold_startpoint="inst[8]"
export IMPL_grt_setup_unrepaired="false"
export IMPL_drive_above_1_share_pct=9.195
export IMPL_synth_simple_gate_area_share_pct=63.75
export IMPL_netlist_instances=288
export IMPL_clockBufferCount=0
export IMPL_yosys_area_um2=2029
export IMPL_power_share_switching_pct=42.22
export IMPL_overflow=0
export IMPL_detail_route_iter0_violations=54
export IMPL_synth_cellmix_compoundShare_pct=0
export IMPL_crit_path_max_incr_delay_ns=0.81
export IMPL_required_ns=4.24
export IMPL_worst_setup_path_end_kind="output pin"
export IMPL_combPwrFrac_pct=100.0
export IMPL_yosysSeqAreaShare_pct=0
export IMPL_worst_slew_margin_rel_pct=53.11
export IMPL_critical_path_class="primary input to output pin"
export IMPL_horizontal_extent_of_the_die_um=140
export IMPL_timing_critical_path_cells="clkdlybuf4s50_1 -> or4_4 -> nor4_4 -> buf_4 -> clkdlybuf4s50_1"
export IMPL_worst_ir_drop_vdd_uv=26.37
export IMPL_cts_hold_fix_buffers=0
export IMPL_worst_path_max_fanout=54
export IMPL_synthesis_yosys_warnings=4
export IMPL_p_int_uw=83.18
export IMPL_timing_final_crit_share_pct=88.83
export IMPL_total_net_switching_power_uw=60.77
export IMPL_clock_network_fraction_of_total_power_pct=0
[cell usage after synthesis]
library cell / count
buf_2: 6
buf_4: 72
buf_6: 5
clkbuf_1: 28
conb_1: 1
nand2b_1: 87
nor4_1: 57
nor4_2: 30
or2_2: 1
or4_4: 1
[logic make-up (layout without fill, tap and decap cells)]
group,after synthesis,in the layout
buf+inv,111,243
other cells,1,16
simple gates,176,176
[worst min-delay path, cell delays in order]
cell and delay (ns):
clkdlybuf4s50_1 0.39, nand2b_1 0.06, nor4_1 0.04, clkdlybuf4s50_1 0.40
[power groups by stage]
stage | logic, µW | registers [µW] | clock network (µW)
finish | 144 | 0 | 0
global route | 157 | 0 | 0
CTS | 146 | 0 | 0
[worst max path at each step]
stage | end | cells past startpoint
4_1_cts | op2[0] | 5
5_1_grt | op2[53] | 5
6_report | op2[23] | 5
[per-stage QoR]
step / worst slack (ns) / hold WS, ns / cells
floorplan: 0.7876 / 2.192 / 303
finish: 0.5919 / 3.016 / 615
global placement: 0.5558 / 3.023 / 615
global route: 0.4535 / 3.049 / 615
CTS: 0.5509 / 3.026 / 615
detailed placement: 0.5490 / 3.021 / 615
[cell type report]
class | instances | area share [%]
timing repair buffer | 243 | 60.09
tap | 180 | 5.604
multi-input combinational | 192 | 34.31
[metal layers]
| metal | global-route usage, % | wire length [µm] | vias up |
|---|---|---|---|
| met5 | 0 | 0 | - |
| met4 | 0 | 0 | 0 |
| met3 | 5.415 | 1540 | 0 |
| met2 | 14.25 | 4137 | 170 |
| met1 | 10.43 | 3770 | 1094 |
| li1 | - | - | 1221 |
