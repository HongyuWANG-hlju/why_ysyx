==> /design/flow/design.v <==
`timescale 1ns / 1ps
module regfile(
    input  wire clk,
	input  wire rst,
	input  wire  [4  : 0] w_addr, 
	input  wire  [63 : 0] w_data, 
	input  wire 		  w_ena, 
	input  wire  [4  : 0] r_addr1, 
	output reg   [63 : 0] r_data1, 
	input  wire 		  r_ena1, 
	input  wire  [4  : 0] r_addr2, 
	output reg   [63 : 0] r_data2, 
	input  wire 		  r_ena2 
    );
	reg [63 : 0] 	regs[0 : 31];
	always @(posedge clk) 
	begin
		if ( rst == 1'b1 ) 
		begin
			regs[ 0] <= 64'h00000000_00000000;
			regs[ 1] <= 64'h00000000_00000000;
			regs[ 2] <= 64'h00000000_00000000;
			regs[ 3] <= 64'h00000000_00000000;
			regs[ 4] <= 64'h00000000_00000000;
			regs[ 5] <= 64'h00000000_00000000;
			regs[ 6] <= 64'h00000000_00000000;
			regs[ 7] <= 64'h00000000_00000000;
			regs[ 8] <= 64'h00000000_00000000;
			regs[ 9] <= 64'h00000000_00000000;
			regs[10] <= 64'h00000000_00000000;
			regs[11] <= 64'h00000000_00000000;
			regs[12] <= 64'h00000000_00000000;
			regs[13] <= 64'h00000000_00000000;
			regs[14] <= 64'h00000000_00000000;
			regs[15] <= 64'h00000000_00000000;
			regs[16] <= 64'h00000000_00000000;
			regs[17] <= 64'h00000000_00000000;
			regs[18] <= 64'h00000000_00000000;
			regs[19] <= 64'h00000000_00000000;
			regs[20] <= 64'h00000000_00000000;
			regs[21] <= 64'h00000000_00000000;
			regs[22] <= 64'h00000000_00000000;
			regs[23] <= 64'h00000000_00000000;
			regs[24] <= 64'h00000000_00000000;
			regs[25] <= 64'h00000000_00000000;
			regs[26] <= 64'h00000000_00000000;
			regs[27] <= 64'h00000000_00000000;
			regs[28] <= 64'h00000000_00000000;
			regs[29] <= 64'h00000000_00000000;
			regs[30] <= 64'h00000000_00000000;
			regs[31] <= 64'h00000000_00000000;
		end
		else  
		begin
			if ((w_ena == 1'b1) && (w_addr != 5'h00))	 
				regs[w_addr] <= w_data; 
		end
	end
	always @(*) begin
		if (rst == 1'b1)
			r_data1 = 64'h00000000_00000000;
		else if (r_ena1 == 1'b1)
			r_data1 = regs[r_addr1];
		else
			r_data1 = 64'h00000000_00000000; 
	end
	always @(*) begin
		if (rst == 1'b1)
			r_data2 = 64'h00000000_00000000;
		else if (r_ena2 == 1'b1)
			r_data2 = regs[r_addr2];
		else
			r_data2 = 64'h00000000_00000000;
	end
endmodule
==> /design/flow/run.sh <==
#!/bin/bash
# OpenROAD 26Q1-2900-gdf79404cd8, Yosys 0.63+post, stock flow scripts
make -C /OpenROAD-flow-scripts/flow DESIGN_CONFIG=/design/flow/config.mk WORK_HOME=/design/flow/orfs finish
==> /design/flow/config.mk <==
export PLATFORM = sky130hd
export DESIGN_NAME = regfile
export DESIGN_NICKNAME = regfile
export VERILOG_FILES = /design/flow/design.v
export SDC_FILE = /design/flow/constraint.sdc
export NUM_CORES = 4
export LEC_CHECK = 1
export CORE_UTILIZATION = 40
==> /design/flow/constraint.sdc <==
current_design regfile

set clk_period 36.6
set clk_io_pct 0.2

create_clock -name clk0 -period $clk_period [get_ports {clk}]

set non_clock_inputs [all_inputs -no_clocks]
set_input_delay [expr $clk_period * $clk_io_pct] -clock clk0 $non_clock_inputs
set_output_delay [expr $clk_period * $clk_io_pct] -clock clk0 [all_outputs]
==> results_slide.txt <==
Implementation Results

Final timing
  – RSZ-0062 raised after global routing: false
  – Rel. slew slack: 0.0717
  – Period utilisation layout: 0.545
  – Setup violations, final: 0
  – Final Critical Period: 19.95 ns
  – Hold Violations, Final: 0
  – F_max: 0.0501 GHz
  – Setup TNS: 0 ns
  – Post-route worst setup slack: 16.65 ns
  – Final Max Tran Viols: 0
  – Worst Tran Pin Value: 1.38 ns

Run
  – Tool warnings: 26
  – Max-cap violations: 0

Placement
  – GPL Wtd Cong: 0.985
  – DPL Wire Length: 256000 microns
  – DP Worst Slack: 16.70 ns
  – DP Area: 115000 sq um
  – PortBufs: 211

Critical path
  – CP Launch Type: primary input
  – Arrival @ worst endpoint: 12.63 ns
  – Setup CP Type: in -> out
  – CP Max Fanout: 51
  – Worst Path Required: 29.28 ns
  – CP endpoint kind: output port

CTS
  – CTS tree: built
  – Number of CTS-inserted buffers: 224
  – CTS Hold Bufs: 0
  – CTS max path bufs: 4
  – Post-CTS sizing: 0
  – Number of clock sinks: 2048
  – CTS clock-pin slew for the worst setup and hold paths: 0.06 ns
  – Clock root buffer: clkbuf_16
  – H-Tree Depth: 4
  – Post-CTS Setup Bufs: 0

Detailed routing
  – Wirelength per Cell: 39.4 microns
  – Total routed wirelength: 431000 microns
  – Vias: 68061
  – DRC: 0
  – DR pass1 iterations: 6
  – ANT nets after route: 0
  – Vias per cell: 6.23
  – DR iter-0 viols: 5232

GRT
  – First-pass GRT wire length: 590000 microns
  – Initial antenna violation count: 51
  – Largest net degree at the start of global routing: 100
  – Vias in the first global route: 73291
  – Total Routing Usage GR: 0.346
  – GRT overflow: 0

Layout
  – Area Growth Syn to Fin: 12.3%
  – Design Area, Final: 122000 sq um
  – Number of flip-flops in the largest register: 2048
  – Fin util: 0.451
  – Top flop regs: regs (2048)
  – Layout cells sized above 1: 0.231
  – Fillers: 22869
  – Top reg by flops: regs

Synth
  – Post-synth seq share: 0.565
  – Post-Syn Area per Cell: 15.4 sq um
  – Yosys stat chip area: 109000 sq um
  – Number of synthesis warnings: 1
  – Most common cell in the netlist: edfxtp_1
  – Post-synth EDFFs: 2048
  – Post-synth top flop: edfxtp_1
  – Synth Register Bits: 2048
  – Most common library cells after synthesis: edfxtp_1 (2048), and2_1 (1991), mux4_2 (913), mux2i_1 (526), clkbuf_1 (492)
  – Largest cells by area: edfxtp_1 (57%), mux4_2 (19%), and2_1 (11%), mux2i_1 (4.8%), clkbuf_1 (1.7%)
  – Mapped Area: 109000 sq um
  – FFs w/ async S/R, synth: 0
  – Gate Count Post-Synth: 7051
  – Largest type area fraction: 0.565
  – Synth area leader: edfxtp_1
  – Netlist cell types: 56
  – Ys cells: 7051

Floorplanning
  – Core area: 271000 sq um
  – Num rows: 191
  – # IOs: 212
  – Die area: 274000 sq um
  – Chip Height: 524 microns
  – Initial Utilization: 0.402
  – Die width: 524 microns

Power
  – Comb power frac: 0.118
  – NetSw: 1410 uW
  – Switching share of power: 0.251
  – PwrDens: 45.9 nW/um^2
  – Lkg Pwr: 0.0422 uW
  – Design Power: 5610 uW
  – Peak VDD IR: 0.0381 mV
  – Int Pwr: 4200 uW
  – Clock share of power: 0.387
  – Power share of the sequential group: 0.494

Min path
  – Hold path start: rst
  – Worst hold path class: in -> reg
  – Hold endpoint: regs[0][26]
  – Hold path cells: 1

Status
  – Outcome: finished clean
==> metal layers <==
layer	up-vias	routed length, microns	track usage
met1	33233	124000	0.359
met5	-	2450	0.0851
met2	6176	185000	0.464
li1	27383	-	-
met4	74	27700	0.176
met3	1195	91500	0.314
==> cells in the final DEF, fill, tap and decap left out, types with 7 or more instances in the layout <==
cell type,Yosys,routed
a2111oi_0,8,8
a211oi_1,31,31
a21oi_1,43,43
a221oi_1,21,21
a22o_1,33,33
a22oi_1,66,66
and2_1,1991,1992
and3_1,11,11
buf_12,0,12
buf_4,66,334
buf_8,2,7
bufinv_16,0,13
clkbuf_1,492,46
clkbuf_16,0,227
clkdlybuf4s50_1,0,202
clkinv_1,0,58
clkinv_2,0,45
conb_1,1,64
diode_2,0,69
edfxtp_1,2048,2048
mux2_2,45,45
mux2i_1,526,526
mux4_2,913,913
nand2_1,47,42
nand2b_1,16,12
nand3_1,27,27
nand3b_1,7,7
nor2_1,81,47
nor2_4,0,32
nor2b_1,37,35
nor3_1,12,11
o211ai_1,16,16
o21ai_0,11,11
o21ai_1,9,9
o221ai_1,81,81
o22a_1,66,66
o22ai_1,50,50
or2_4,0,32
==> cells by family (layout without fill, tap and decap cells) <==
| group | count (synthesis) | in the layout | share of synthesized area |
|---|---|---|---|
| buffers and inverters | 772 | 952 | 0.0323 |
| AOI/OAI and AO/OA | 459 | 459 | 0.0323 |
| muxes | 1484 | 1484 | 0.242 |
| and+or+nand+nor | 2287 | 2287 | 0.128 |
| other | 1 | 133 | 0.0000345 |
| DFF | 2048 | 2048 | 0.565 |
==> metrics by stage <==
stage                     instances  hold WS (ns)
after floorplan                7114          7.52
after global placement        10469          7.79
after detailed placement      10469          7.79
after CTS                     10864          6.84
after global routing          10908          6.85
final                         10933          6.85
==> critical path, cell delays in order <==
cell,delay (ns)
buf_8,0.45
buf_4,0.54
buf_4,0.62
buf_4,0.68
buf_4,0.68
mux4_2,0.35
mux2_2,0.14
o22ai_1,0.09
nor4_2,0.95
buf_4,0.24
clkdlybuf4s50_1,0.45
==> power groups by stage <==
stage / clock (uW) / sequential [uW] / combinational (uW)
6_report: 2170 / 2770 / 664
5_1_grt: 2260 / 2790 / 688
4_1_cts: 2190 / 2770 / 652
==> worst max-delay path by stage <==
stage | start | endpoint | slack, ns | cells past startpoint
final | r_addr2[0] | r_data2[4] | 16.65 | 11
after global routing | r_addr2[0] | r_data2[4] | 16.37 | 11
after CTS | r_addr2[0] | r_data2[4] | 16.67 | 11
==> final cells by class <==
class	count	area [sq um]	area share
Clock inverter	122	908	0.00743
Sequential cell	2048	61500	0.503
Tap cell	3570	4470	0.0365
Timing Repair Buffer	557	4900	0.0401
Antenna cell	69	173	0.00141
Multi-Input combinational cell	4294	44400	0.364
Clock buffer	273	5850	0.0479
Power figures rest on the tool's default switching activity, not on a simulated workload.
